==> design/flow/design.v <==
module s_bits_compare #(
    parameter bits_width = 32
)(
    input[bits_width-1:0] a,
    input[bits_width-1:0] b,
    output q
);
    assign q = a == b ? 1 : 0;
endmodule
==> design/flow/run.sh <==
#!/bin/bash
# OpenROAD 26Q1-2900-gdf79404cd8, Yosys 0.63+post, stock flow scripts
make -C /OpenROAD-flow-scripts/flow DESIGN_CONFIG=/design/flow/config.mk WORK_HOME=/design/flow/orfs finish
==> design/flow/config.mk <==
export PLATFORM = sky130hd
export DESIGN_NAME = s_bits_compare
export DESIGN_NICKNAME = s_bits_compare
export VERILOG_FILES = /design/flow/design.v
export SDC_FILE = /design/flow/constraint.sdc
export NUM_CORES = 4
export LEC_CHECK = 1
export CORE_AREA = 10 10 70 70
export DIE_AREA = 0 0 80 80
==> design/flow/constraint.sdc <==
current_design s_bits_compare

set clk_period 2.4
set clk_io_pct 0.2

create_clock -name clk0 -period $clk_period

set non_clock_inputs [all_inputs -no_clocks]
set_input_delay [expr $clk_period * $clk_io_pct] -clock clk0 $non_clock_inputs
set_output_delay [expr $clk_period * $clk_io_pct] -clock clk0 [all_outputs]
==> CHANGELOG.md <==
### Metrics

* Die width at around 80 microns
* Slew @ Worst Pin at 0.265 ns
* Max Freq at 449 MHz
* Cells after synthesis at 43
* Peak VDD IR at 0.0485 mV
* Min-delay worst type: in2out
* Post-route minimum period at 2.23 ns
* Final slew viol count at 0
* Fp util at 0.101
* Reg power frac at 0
* Die ar. at 6400 sq um
* Top cells by area: xor2_1, nor4_1, nand4_1, nor2_1
* Syn_area_per_cell at about 8.1 sq um
* Met3 Usage GRT at 0.0307
* Netlist Area Pre-Place at 347 sq um
* Met1 Usage GRT at 0.0745
* Top cell type by total area after synthesis: xor2_1
* RSZ-0062 raised after global routing: no
* Clock power frac at 0
* Area leader share at 0.809
* Status: completed
* Die Span Y at 80 microns
* Registers at 0
* CP startpoint kind: input port
* Yosys warns at 0
* Power Internal at 116 uW
* Main logic family after synthesis: XOR/XNOR gates
* Pre-CTS WS at -0.329 ns
* Gr usage total at 0.0552
* Total wire length at 1.89 mm
* Initial DRC count at 0
* Post-synthesis adder-cell area fraction at 0
* Gate power share at 1.000
* Share of cells above drive strength 1 at 0.0370
* Seq/Total Area, Yosys at 0
* DP Wirelength at 1.83 mm
* Sequential Area at 0 sq um
* And+or+nand+nor area frac at 0.191
* Relative slew slack at 0.822
* Worst EP arrival at 1.75 ns
* Grt peak-use layer: met2
* Top cell excl fill/tap: clkdlybuf4s50_1
* Routability congestion estimate from global placement at 0.814
* Final period util at 0.928
* Total global routing overflow at 0
* Setup TNS at 0 ns
* # clk buffers at 0
* Final instance area at roughly 1100 sq um
* CP Data Required Time at 1.92 ns
* Placed inst area at ~1100 sq um
* Largest net degree at the start of global routing at 2
* # port buffers at 65
* Core Area at 3420 sq um
* Yosys Chip Area at 347 sq um
* DRT Pass-1 Iters at 1
* Crit path capture type: output port
* # Cells Yosys at 43
* Pleak at 0.000398 uW
* Switching share of power at 0.270
* Tool Warnings at 32
* P&R area growth vs syn at 208%
* Setup ws final at approximately 0.17 ns
* Final setup fails at 0
* GR Util met2 at 0.0795
* Top cells excl fill/tap: clkdlybuf4s50_1, xor2_1, nor4_1, nor4_2, nand4_1
* Synth cell types at 4
* Hold buffers post-CTS at 0
* DRC at 0
* Routed Antenna Nets at 0
* Vias in the first global route at 628
* Cell Pwr Density at 149 nW/um^2
* # diodes at 0
* XOR Share, Synth at 0.809
* Via Count at around 550
* Compound Share, Synth at 0
* Final Hold Violation Tally at 0
* Row count at 21
* Mux area share at 0
* CP max FO at 1
* Max Cap Viol at 0
* First-pass GRT wire length at ~2.9 mm
* Kind of critical path: in2out
* Vias per inst at 3.57
* I/O pin count at between 60 and 70
* WL per Instance at approximately 12 microns
* Antenna violations before repair at 0
* Switching pwr at 42.9 uW
==> logic make-up after synthesis <==
kind of cell,after synthesis
and+or+nand+nor,11
xor gates and xnor gates,32
==> metrics by stage <==
stage	instances	power [uW]	hold slack, ns	utilization
2_1_floorplan	43	37.7	1.19	-
3_3_place_gp	154	154	2.11	0.309
3_5_place_dp	154	156	2.10	0.309
4_1_cts	154	160	1.93	0.312
5_1_grt	154	174	1.82	0.313
6_report	154	159	1.76	0.313
==> cell usage after synthesis <==
cell and count:
nor4_1 8, nand4_1 2, nor2_1 1, xor2_1 32
==> critical path: stages <==
cell and delay [ns]:
clkdlybuf4s50_1 0.41, xor2_1 0.17, nor4_2 0.30, nand4_1 0.15
nor2_1 0.12, clkbuf_2 0.11
==> area by class of cell <==
class / count / area, sq um
Fill cell: 376 / 2350
Timing Repair Buffer: 65 / 646
Multi-Input combinational cell: 43 / 365
Tap cell: 46 / 57.6
==> path summary, 6_finish.rpt <==
check / start / endpoint / slack, ns / cells past startpoint
hold / removal: a[20] / q / 1.76 / 6
setup / recovery: b[13] / q / 0.17 / 6
==> power by group through the flow <==
stage         registers, uW  clock network [uW]  logic, uW
finish                    0                   0        159
CTS                       0                   0        160
global route              0                   0        174
==> what timing repair did <==
action | in CTS | in global routing
setup endpoints to repair | 1 | 1
endpoints found under the hold margin | 0 | 0
setup buffers | 0 | 0
pin swaps | 3 | 3
gates resized | 3 | 3
gates cloned | 0 | 0
==> per-layer routing <==
layer  vias up  share of wire
met5         -              0
met4         0              0
met3         0           0.18
met2        62           0.31
met1       209           0.51
li1        279              -
Power and IR drop assume default switching activity.
